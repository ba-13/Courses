--- flow/constraint.sdc ---
current_design thirty_two_bits_full_subtractor

set clk_period 11.9
set clk_io_pct 0.2

create_clock -name clk0 -period $clk_period

set non_clock_inputs [all_inputs -no_clocks]
set_input_delay [expr $clk_period * $clk_io_pct] -clock clk0 $non_clock_inputs
set_output_delay [expr $clk_period * $clk_io_pct] -clock clk0 [all_outputs]
--- flow/design.v ---
module one_bit_full_subtractor(
    D, Bout, 
    A, B, Bin
);
    input A, B, Bin;
    output D, Bout;
    wire t1, t2, t3, A_not;
    not(A_not, A);
    xor(D, A, B, Bin);       
    and(t1, B, Bin);
    and(t2, A_not, Bin);
    and(t3, A_not, B);
    or(Bout, t1, t2, t3);
endmodule
module thirty_two_bits_full_subtractor(
    D, Bout,
    A, B, Bin
);
    input [31:0] A, B;
    input Bin;
    output [31:0] D;
    output Bout;
    wire [30:0] borrow;
    one_bit_full_subtractor fs0(.D(D[0]), .Bout(borrow[0]), .A(A[0]), .B(B[0]), .Bin(Bin));
    one_bit_full_subtractor fs1(.D(D[1]), .Bout(borrow[1]), .A(A[1]), .B(B[1]), .Bin(borrow[0]));
    one_bit_full_subtractor fs2(.D(D[2]), .Bout(borrow[2]), .A(A[2]), .B(B[2]), .Bin(borrow[1]));
    one_bit_full_subtractor fs3(.D(D[3]), .Bout(borrow[3]), .A(A[3]), .B(B[3]), .Bin(borrow[2]));
    one_bit_full_subtractor fs4(.D(D[4]), .Bout(borrow[4]), .A(A[4]), .B(B[4]), .Bin(borrow[3]));
    one_bit_full_subtractor fs5(.D(D[5]), .Bout(borrow[5]), .A(A[5]), .B(B[5]), .Bin(borrow[4]));
    one_bit_full_subtractor fs6(.D(D[6]), .Bout(borrow[6]), .A(A[6]), .B(B[6]), .Bin(borrow[5]));
    one_bit_full_subtractor fs7(.D(D[7]), .Bout(borrow[7]), .A(A[7]), .B(B[7]), .Bin(borrow[6]));
    one_bit_full_subtractor fs8(.D(D[8]), .Bout(borrow[8]), .A(A[8]), .B(B[8]), .Bin(borrow[7]));
    one_bit_full_subtractor fs9(.D(D[9]), .Bout(borrow[9]), .A(A[9]), .B(B[9]), .Bin(borrow[8]));
    one_bit_full_subtractor fs10(.D(D[10]), .Bout(borrow[10]), .A(A[10]), .B(B[10]), .Bin(borrow[9]));
    one_bit_full_subtractor fs11(.D(D[11]), .Bout(borrow[11]), .A(A[11]), .B(B[11]), .Bin(borrow[10]));
    one_bit_full_subtractor fs12(.D(D[12]), .Bout(borrow[12]), .A(A[12]), .B(B[12]), .Bin(borrow[11]));
    one_bit_full_subtractor fs13(.D(D[13]), .Bout(borrow[13]), .A(A[13]), .B(B[13]), .Bin(borrow[12]));
    one_bit_full_subtractor fs14(.D(D[14]), .Bout(borrow[14]), .A(A[14]), .B(B[14]), .Bin(borrow[13]));
    one_bit_full_subtractor fs15(.D(D[15]), .Bout(borrow[15]), .A(A[15]), .B(B[15]), .Bin(borrow[14]));
    one_bit_full_subtractor fs16(.D(D[16]), .Bout(borrow[16]), .A(A[16]), .B(B[16]), .Bin(borrow[15]));
    one_bit_full_subtractor fs17(.D(D[17]), .Bout(borrow[17]), .A(A[17]), .B(B[17]), .Bin(borrow[16]));
    one_bit_full_subtractor fs18(.D(D[18]), .Bout(borrow[18]), .A(A[18]), .B(B[18]), .Bin(borrow[17]));
    one_bit_full_subtractor fs19(.D(D[19]), .Bout(borrow[19]), .A(A[19]), .B(B[19]), .Bin(borrow[18]));
    one_bit_full_subtractor fs20(.D(D[20]), .Bout(borrow[20]), .A(A[20]), .B(B[20]), .Bin(borrow[19]));
    one_bit_full_subtractor fs21(.D(D[21]), .Bout(borrow[21]), .A(A[21]), .B(B[21]), .Bin(borrow[20]));
    one_bit_full_subtractor fs22(.D(D[22]), .Bout(borrow[22]), .A(A[22]), .B(B[22]), .Bin(borrow[21]));
    one_bit_full_subtractor fs23(.D(D[23]), .Bout(borrow[23]), .A(A[23]), .B(B[23]), .Bin(borrow[22]));
    one_bit_full_subtractor fs24(.D(D[24]), .Bout(borrow[24]), .A(A[24]), .B(B[24]), .Bin(borrow[23]));
    one_bit_full_subtractor fs25(.D(D[25]), .Bout(borrow[25]), .A(A[25]), .B(B[25]), .Bin(borrow[24]));
    one_bit_full_subtractor fs26(.D(D[26]), .Bout(borrow[26]), .A(A[26]), .B(B[26]), .Bin(borrow[25]));
    one_bit_full_subtractor fs27(.D(D[27]), .Bout(borrow[27]), .A(A[27]), .B(B[27]), .Bin(borrow[26]));
    one_bit_full_subtractor fs28(.D(D[28]), .Bout(borrow[28]), .A(A[28]), .B(B[28]), .Bin(borrow[27]));
    one_bit_full_subtractor fs29(.D(D[29]), .Bout(borrow[29]), .A(A[29]), .B(B[29]), .Bin(borrow[28]));
    one_bit_full_subtractor fs30(.D(D[30]), .Bout(borrow[30]), .A(A[30]), .B(B[30]), .Bin(borrow[29]));
    one_bit_full_subtractor fs31(.D(D[31]), .Bout(Bout), .A(A[31]), .B(B[31]), .Bin(borrow[30]));
endmodule
--- flow/config.mk ---
export PLATFORM = sky130hd
export DESIGN_NAME = thirty_two_bits_full_subtractor
export DESIGN_NICKNAME = thirty_two_bits_full_subtractor
export VERILOG_FILES = /design/flow/design.v
export SDC_FILE = /design/flow/constraint.sdc
export NUM_CORES = 4
export LEC_CHECK = 1
export CORE_AREA = 10 10 105 105
export DIE_AREA = 0 0 115 115
--- flow/run.sh ---
#!/bin/bash
# OpenROAD 26Q1-2900-gdf79404cd8, Yosys 0.63+post, stock flow scripts
make -C /OpenROAD-flow-scripts/flow DESIGN_CONFIG=/design/flow/config.mk WORK_HOME=/design/flow/orfs finish
==> metrics.yaml <==
routed_wl_mm: 3.264
min_period_over_period: 1.356
dpl-instance-area_um2: 2097
warnings: 35
dr.max_layer_used: "met3"
cap_viol_max_count: 0
finalHoldViolations: 0
cpPeakStageDelay_ns: 0.41
overflow: 0
firstDrtPassIters: 2
ys_seq_share: 0
hpwl_mm: 3.281
port_buffers: 98
grt_pass1_wl_mm: 5.078
p_leak_nw: 0.9393
max_clock_freq_mhz: 61.95
critPathKind: "input port to output port"
yosysTopAreaCell: "fa_1"
fp.dieH_um: 115
ys_types: 3
die_x_um: 115
critPathArrivalTime_ns: 13.76
power.density_nw_per_um2: 46.71
wl_met1_mm: 1.269
fp-row-count: 34
routedWlPerCell_um: 10.74
hp-start: "B[31]"
topCellsByArea: "fa_1 57%, inv_1 22%, buf_4 21%"
chip_area_um2: 13230
fp_util: 0.1288
max-slew-margin-rel: 0.9097
wl_met2_mm: 1.139
utilization: 0.2309
syn_area_um2: 1129
crit_start: "B[0]"
setup.worst_path.end_class: "output port"
drive_gt1_frac: 0.3265
violations: "negative setup slack"
num_vias: 897
start_kind: "input port"
cts_setup_buffers: 0
grt_pass1_vias: 1080
crit_top_cell: "fa_2"
outcome: "finished with violations"
worstHoldPathCells: 4
area_growth_syn_to_layout_pct: 79.27
grt_use_total: 0.04647
antenna_cells: 0
postRouteAntennaNets: 0
final_max_slew_viol_count: 0
worst_slack_ns: -4.242
drt_iter0_markers: 14
core_area_um2: 8763
synth_top_area_share: 0.5676
n_sequential_cell: 0
setup_violations: 14
ys_area_um2: 1129
synth_warnings: 0
regArea_um2: 0
synth_area_per_cell_um2: 8.681
met3WireLength_um: 855
worstHoldPathType: "input port to output port"
postSynthCellCount: 130
yosys_cells: 130
io_pins: 98
vias_per_cell: 2.951
fill_cells: 968
drc: 0
total_power_mw: 0.09450
gp_congestion: 0.7830
min_period_ns: 16.14
clock_buffers: 0
cp_slowest_cell: "fa_2"
cp_max_fo: 1
tightestPinTransition_ns: 0.1353
antenna_found_initial: 0
hold_buffers: 0
peakVddDrop_uv: 15.23
required_ns: 9.52
grt_max_degree: 2
fin_area_um2: 2023
grt_setup_unrepaired: "true"
common_cells: "66 x inv_1, 32 x buf_4, 32 x fa_1"
cts_resized: 66
top_cell: "inv_1"
[worst max-delay path: cells and delay by family]
kind | cells | cell delay, ns
adder cells (fa/ha/maj) | 32 | 11.00
buffers and inverters | 5 | 0.38
[path summary, 6_finish.rpt]
kind | endpoint | slack (ns)
setup / recovery | D[31] | -4.24
hold / removal | D[31] | 5.51
[per-layer routing]
layer,vias to the layer above,global-route usage
met2,87,0.06381
met3,0,0.04430
met1,386,0.05533
met5,-,0
met4,0,0
li1,424,-
[layout make-up]
cell class / instances / area, µm² / share of cell area
Timing Repair Buffer: 98 / 904.6 / 0.4471
Multi-Input combinational cell: 32 / 720.7 / 0.3562
Inverter: 66 / 262.8 / 0.1299
Tap cell: 108 / 135.1 / 0.06679
[cell families after synthesis]
logic type               after synthesis  share of synthesized area
buffers and inverters                 98                     0.4324
adder cells (fa/ha/maj)               32                     0.5676
[cell usage in the layout, fill, tap and decap left out]
| cell | count |
|---|---|
| buf_2 | 15 |
| dlygate4sd2_1 | 2 |
| buf_6 | 1 |
| inv_2 | 12 |
| buf_8 | 1 |
| clkbuf_2 | 1 |
| inv_1 | 52 |
| inv_12 | 1 |
| clkdlybuf4s50_1 | 78 |
| fa_2 | 32 |
| inv_4 | 1 |
[through the flow]
step                      setup WS (ns)  TNS (ns)  hold WS [ns]  std cells
after global placement           -5.055    -45.42         5.819        304
after global routing             -4.511    -36.05         5.556        304
after detailed placement         -5.098    -45.83         5.834        304
final                            -4.242    -32.87         5.508        304
after CTS                        -4.303    -33.69         5.515        304
after floorplan                  -3.864    -28.43         4.920        130
[power by group]
group,leakage [nW],internal (mW),switching (mW)
clock,0,0,0
combinational,0.939,0.0635,0.0310
sequential,0,0,0
total,0.939,0.0635,0.0310
Power is estimated from default activity; no workload was simulated.
