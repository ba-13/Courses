## flow/config.mk

```make
export PLATFORM = sky130hd
export DESIGN_NAME = thirty_two_bits_full_adder
export DESIGN_NICKNAME = thirty_two_bits_full_adder
export VERILOG_FILES = /design/flow/design.v
export SDC_FILE = /design/flow/constraint.sdc
export NUM_CORES = 4
export LEC_CHECK = 1
export CORE_UTILIZATION = 30
```

## flow/constraint.sdc

```tcl
current_design thirty_two_bits_full_adder

set clk_period 9.6
set clk_io_pct 0.2

create_clock -name clk0 -period $clk_period

set non_clock_inputs [all_inputs -no_clocks]
set_input_delay [expr $clk_period * $clk_io_pct] -clock clk0 $non_clock_inputs
set_output_delay [expr $clk_period * $clk_io_pct] -clock clk0 [all_outputs]
```

## flow/design.v

```verilog
module one_bit_full_adder (
    Cout, S,
    Cin, A, B
);
    input A, B, Cin;
    output S, Cout;
    wire t1, t2, t3;
    xor(S, A, B, Cin);       
    and(t1, Cin, A);
    and(t2, A, B);
    and(t3, B, Cin);
    or(Cout, t1, t2, t3);   
endmodule
module thirty_two_bits_full_adder(
    S, Cout,
    A, B, Cin
);
    parameter bits_ = 32;
    input [bits_-1:0] A, B;
    output [bits_-1:0] S;
    input Cin;
    output Cout;
    wire [bits_-2:0] carry;
    one_bit_full_adder fa0 (.S(S[0]), .Cout(carry[0]), .A(A[0]), .B(B[0]), .Cin(Cin));
    one_bit_full_adder fa1 (.S(S[1]), .Cout(carry[1]), .A(A[1]), .B(B[1]), .Cin(carry[0]));
    one_bit_full_adder fa2 (.S(S[2]), .Cout(carry[2]), .A(A[2]), .B(B[2]), .Cin(carry[1]));
    one_bit_full_adder fa3 (.S(S[3]), .Cout(carry[3]), .A(A[3]), .B(B[3]), .Cin(carry[2]));
    one_bit_full_adder fa4 (.S(S[4]), .Cout(carry[4]), .A(A[4]), .B(B[4]), .Cin(carry[3]));
    one_bit_full_adder fa5 (.S(S[5]), .Cout(carry[5]), .A(A[5]), .B(B[5]), .Cin(carry[4]));
    one_bit_full_adder fa6 (.S(S[6]), .Cout(carry[6]), .A(A[6]), .B(B[6]), .Cin(carry[5]));
    one_bit_full_adder fa7 (.S(S[7]), .Cout(carry[7]), .A(A[7]), .B(B[7]), .Cin(carry[6]));
    one_bit_full_adder fa8 (.S(S[8]), .Cout(carry[8]), .A(A[8]), .B(B[8]), .Cin(carry[7]));
    one_bit_full_adder fa9 (.S(S[9]), .Cout(carry[9]), .A(A[9]), .B(B[9]), .Cin(carry[8]));
    one_bit_full_adder fa10 (.S(S[10]), .Cout(carry[10]), .A(A[10]), .B(B[10]), .Cin(carry[9]));
    one_bit_full_adder fa11 (.S(S[11]), .Cout(carry[11]), .A(A[11]), .B(B[11]), .Cin(carry[10]));
    one_bit_full_adder fa12 (.S(S[12]), .Cout(carry[12]), .A(A[12]), .B(B[12]), .Cin(carry[11]));
    one_bit_full_adder fa13 (.S(S[13]), .Cout(carry[13]), .A(A[13]), .B(B[13]), .Cin(carry[12]));
    one_bit_full_adder fa14 (.S(S[14]), .Cout(carry[14]), .A(A[14]), .B(B[14]), .Cin(carry[13]));
    one_bit_full_adder fa15 (.S(S[15]), .Cout(carry[15]), .A(A[15]), .B(B[15]), .Cin(carry[14]));
    one_bit_full_adder fa16 (.S(S[16]), .Cout(carry[16]), .A(A[16]), .B(B[16]), .Cin(carry[15]));
    one_bit_full_adder fa17 (.S(S[17]), .Cout(carry[17]), .A(A[17]), .B(B[17]), .Cin(carry[16]));
    one_bit_full_adder fa18 (.S(S[18]), .Cout(carry[18]), .A(A[18]), .B(B[18]), .Cin(carry[17]));
    one_bit_full_adder fa19 (.S(S[19]), .Cout(carry[19]), .A(A[19]), .B(B[19]), .Cin(carry[18]));
    one_bit_full_adder fa20 (.S(S[20]), .Cout(carry[20]), .A(A[20]), .B(B[20]), .Cin(carry[19]));
    one_bit_full_adder fa21 (.S(S[21]), .Cout(carry[21]), .A(A[21]), .B(B[21]), .Cin(carry[20]));
    one_bit_full_adder fa22 (.S(S[22]), .Cout(carry[22]), .A(A[22]), .B(B[22]), .Cin(carry[21]));
    one_bit_full_adder fa23 (.S(S[23]), .Cout(carry[23]), .A(A[23]), .B(B[23]), .Cin(carry[22]));
    one_bit_full_adder fa24 (.S(S[24]), .Cout(carry[24]), .A(A[24]), .B(B[24]), .Cin(carry[23]));
    one_bit_full_adder fa25 (.S(S[25]), .Cout(carry[25]), .A(A[25]), .B(B[25]), .Cin(carry[24]));
    one_bit_full_adder fa26 (.S(S[26]), .Cout(carry[26]), .A(A[26]), .B(B[26]), .Cin(carry[25]));
    one_bit_full_adder fa27 (.S(S[27]), .Cout(carry[27]), .A(A[27]), .B(B[27]), .Cin(carry[26]));
    one_bit_full_adder fa28 (.S(S[28]), .Cout(carry[28]), .A(A[28]), .B(B[28]), .Cin(carry[27]));
    one_bit_full_adder fa29 (.S(S[29]), .Cout(carry[29]), .A(A[29]), .B(B[29]), .Cin(carry[28]));
    one_bit_full_adder fa30 (.S(S[30]), .Cout(carry[30]), .A(A[30]), .B(B[30]), .Cin(carry[29]));
    one_bit_full_adder fa31 (.S(S[31]), .Cout(Cout), .A(A[31]), .B(B[31]), .Cin(carry[30]));
endmodule
```

## flow/run.sh

```bash
#!/bin/bash
# OpenROAD 26Q1-2900-gdf79404cd8, Yosys 0.63+post, stock flow scripts
make -C /OpenROAD-flow-scripts/flow DESIGN_CONFIG=/design/flow/config.mk WORK_HOME=/design/flow/orfs finish
```

==> impl_metrics.tcl <==
# collected from the flow reports
set metrics [dict create \
    run_status "complete, but fails checks" \
    violations_in_the_final_reports "DRC, setup timing" \
    die_width_um 57.3 \
    mux_cell_area_share_pct 0 \
    floorplan.core_util_pct 32.5 \
    post_drt_via_cell_ratio 4.09 \
    source_of_the_critical_timing_path "A[0]" \
    layout_top_cell "sky130_fd_sc_hd__clkdlybuf4s50_1" \
    post_synth_fa_ha_maj_area_fraction_pct 69.8 \
    detail-route-antenna-nets 0 \
    layout_top_cells "sky130_fd_sc_hd__clkdlybuf4s50_1, sky130_fd_sc_hd__fa_2, sky130_fd_sc_hd__buf_2" \
    top_area_share_pct 69.8 \
    die-height_um 57.3 \
    setup_ws_ps -5630 \
    worstHoldPathType "primary input to output pin" \
    max_cap_violations 0 \
    total_power_mw 0.0948 \
    design.core.area_um2 2830 \
    use_met1_pct 22.3 \
    drive_above_1_share_pct 40.0 \
    drt_first_pass_iters 51 \
    design.die.area_um2 3290 \
    yosys.area_share.aoi_pct 0 \
    synth-area-yosys_um2 918 \
    post_synth_simple_gate_area_pct 0 \
    vdd_ir_drop_max_mv 0.0260 \
    seq_cells 0 \
    groute.usage.overall_pct 13.3 \
    crit_path_start_kind "primary input" \
    total_cells_reported_by_yosys_after_synthesis 74 \
    stage_log_warnings 36 \
    startpoint_to_endpoint_class_of_the_critical_path "primary input to output pin" \
    drt_drc_violations_left 16 \
    global_route.usage.met3_pct 5.06 \
    fmax_mhz 65.7 \
    post_synth_xor_area_fraction_pct 0 \
    critPathMaxFanout 1 \
    grt_max_degree 2 \
    globalplace.congestion 0.721 \
    grt_busiest_layer "met1" \
    cp_common_cell "sky130_fd_sc_hd__fa_2" \
    worstPathRequired_ps 7680 \
    power_leakage_nw 0.655 \
    portBuffers 98 \
    synth.comb.largest_family "adder cells" \
    layout-area-overhead-vs-synth_pct 86.4 \
    grt_overflow 0 \
    wl_per_cell_um 11.4 \
    num_io_pins 98 \
    cts.repair_timing.setup_buffer_count 0 \
    initial_antenna_violation_count 0 \
    timing.final.crit_period_ps 15230 \
    synth_cell_type_count 3 \
    placement_rows 19 \
    p_per_area_nw_per_um2 55.4 \
    drt-total-wl_mm 1.94 \
    final_max_slew_viol_count 0 \
    first_global_vias 742 \
    cts.hold.buffers_added 0 \
    max-slew-margin-rel_pct 93.0 \
    critical-path-slowest-cell "sky130_fd_sc_hd__clkdlybuf4s50_1" \
    avgSynthCellArea_um2 12.4 \
    synthTopCellsByArea "sky130_fd_sc_hd__fa_1, sky130_fd_sc_hd__buf_4, sky130_fd_sc_hd__inv_1" \
    critical_path_arrival_ps 13310 \
    final.fill_count 247 \
    route.antenna.diode_count 0 \
    netlist.top_cell.by_area "sky130_fd_sc_hd__fa_1" \
    post-dp-hpwl_mm 1.98 \
    worst_max_slew_pin_slew_ps 105 \
    final_hold_viol_count 0 \
    layout.area.seq_um2 0 \
    timing.final.setup_violations 18 \
    netlist_area_um2 918 \
    grt_setup_unrepaired "yes" \
    setup.worst_path.end_class "output pin" \
    final_core_util_pct 60.5 \
    grt_first_pass_wirelength_mm 3.25 \
    synth_seq_share_pct 0 \
    drt_iter0_drc 32 \
    num_vias 700 \
    clock_buffer_count 0 \
    longest_individual_stage_delay_on_the_worst_path_ps 390 \
    global_route.usage.met2_pct 18.8 \
    layout_worst_path_cycle_share_pct 159 \
    yosysWarnings 0 \
    synth_cells 74 \
    worst_hold_startpoint "B[31]" \
]
-- stage by stage --
step / hold slack [ps] / std cells / setup WS [ps] / setup TNS, ps / area, um^2
2_1_floorplan: 4070 / 74 / -5260 / -48670 / 1020
3_3_place_gp: 4880 / 171 / -6450 / -70260 / 1790
3_5_place_dp: 4890 / 171 / -6490 / -70790 / 1790
4_1_cts: 4600 / 171 / -5680 / -54550 / 1710
5_1_grt: 4630 / 171 / -5920 / -58130 / 1710
6_report: 4590 / 171 / -5630 / -53910 / 1710
-- power by group --
group          switching (mW)  internal [mW]  leakage [nW]  total [mW]
combinational          0.0263         0.0684         0.655      0.0948
sequential                  0              0             0           0
clock                       0              0             0           0
-- layer usage --
layer,part of all wire [%],wire length [um]
met5,0,0
met4,0,0
met3,28,548
met2,42,820
met1,30,574
-- worst max-delay path: cells and delay by family --
family / cells / cell delay (ps)
adders and majority gates: 32 / 10680
buffers and inverters: 6 / 680
-- synthesized netlist by cell type --
cell,count
sky130_fd_sc_hd__buf_4,32
sky130_fd_sc_hd__fa_1,32
sky130_fd_sc_hd__inv_1,10
-- final cells by class --
type	instances	area, um^2	area share, %
Inverter	10	55.1	3.22
Multi-Input combinational cell	32	718	42.0
Tap cell	31	38.8	2.27
Timing Repair Buffer	98	900	52.6
-- path summary, 6_finish.rpt --
path,end,cells past startpoint,slack [ps]
max,Cout,38,-5630
min,S[31],5,4590
-- kinds of logic (layout without fill, tap and decap cells) --
group      count (synthesis)  in the layout
fa+ha+maj                 32             32
buf+inv                   42            108
-- timing repair --
action | in CTS | in global routing
endpoints found under the hold margin | 0 | 0
gates resized | 73 | 1
endpoints found under the setup margin | 20 | 18
Power figures rest on the tool's default switching activity, not on a simulated workload.
