===== flow/config.mk =====
export PLATFORM = sky130hd
export DESIGN_NAME = veda
export DESIGN_NICKNAME = veda
export VERILOG_FILES = /design/flow/design.v
export SDC_FILE = /design/flow/constraint.sdc
export NUM_CORES = 4
export LEC_CHECK = 1
export CORE_UTILIZATION = 30

===== flow/run.sh =====
#!/bin/bash
# OpenROAD 26Q1-2900-gdf79404cd8, Yosys 0.63+post, stock flow scripts
make -C /OpenROAD-flow-scripts/flow DESIGN_CONFIG=/design/flow/config.mk WORK_HOME=/design/flow/orfs finish

===== flow/constraint.sdc =====
current_design veda

set clk_period 28.5
set clk_io_pct 0.2

create_clock -name clk0 -period $clk_period [get_ports {clk}]

set non_clock_inputs [all_inputs -no_clocks]
set_input_delay [expr $clk_period * $clk_io_pct] -clock clk0 $non_clock_inputs
set_output_delay [expr $clk_period * $clk_io_pct] -clock clk0 [all_outputs]

===== flow/design.v =====
module delay_one_cycle(
    input clk,
    input[31:0] original_signal,
    output reg[31:0] delayed_signal
);
    always @(posedge clk) begin
        delayed_signal <= original_signal;
    end
endmodule
module veda(
    input clk,
    input rst,
    input write_enable,
    input [4:0] addr,
    input [31:0] datain,
    input mode,
    output [31:0] dataout
);
    integer i;
    reg [31:0] cells[31:0];  
    reg [31:0] out;
    assign dataout = out;
    initial begin
        out <= 0;
        for (i = 0; i < 32; i = i + 1)
            cells[i] <= 0;
    end
    always @(posedge clk) begin
        if (rst == 1) begin
            for (i = 0; i < 32; i = i + 1) begin : reset
                cells[i] <= 0;
            end
        end else begin
            if (write_enable && mode == 0) begin : scribble
                cells[addr] <= datain;
                out <= datain;
            end else if (write_enable && mode == 1) begin : interpret
                cells[addr] <= datain;
                out <= cells[addr];
            end else begin
                out <= cells[addr];
            end
        end
    end
endmodule

==> out/results.txt <==
Resized cells post-CTS -> 0
Hold buffer count at CTS -> 0
Largest register FFs -> 1024
Power, Total -> 0.00354 W
Synth cell types -> 35
Initial antenna violation count -> 3
Int Power -> 0.00274 W
Top Registers -> cells: 1024 flops
Die H -> 407 um
Critical Path RT -> 28.91 ns
Detailed Routing Iterations Pass 1 -> 5
CP Launch Type -> primary input
Core Region -> 163000 sq um
Worst vdd ir -> 0.0470 mV
Top cell excl fill/tap -> edfxtp_1
Critical path fanouts, max -> 58
Row cnt -> 148
Post CTS Setup Buffer Count -> 0
Total Routing Usage GR -> 17.3%
Clock slew at reported path FFs -> 0.06 ns
GPL Wtd Cong -> 0.813
Psw -> 0.000800 W
Largest net degree at the start of global routing -> 80
Kind of critical path -> primary input to flip-flop
Delay of the slowest cell on the worst path -> 0.72 ns
Inst Count DP -> 5503
Syn-to-layout area delta -> 13.6%
I/O pin cnt -> 73
Vias in the first global route -> 28500
Clk root buf -> clkbuf_16
Yosys cell count -> 3437
RSZ-0062 raised after global routing -> false
First DRT Iteration DRCs -> 1519
Max-cap violation count -> 0
LEAKAGE -> 20.2 nW
Yosys warns -> 1
Fin. Hold Viols -> 0
Status -> finished clean
Seq share, synth -> 66.4%
Post-Route WL -> 136 mm
Slew HR -> 19.7%
CP arrival -> 9.37 ns
Comb power frac -> 7.2%
Ys flops -> 1089
Syn_area_per_cell -> 14.3 sq um
Worst slew pin tran -> 1.19 ns
Worst path slowest cell -> buf_4
CTS sink cnt -> 1089
Wire per inst -> 23.9 um
Reg power frac -> 53.0%
Drt via density -> 4.79
Most flop-heavy register -> cells
Fin. max-slew vios -> 0
Setup violators final -> 0
Max Fclk -> 112 MHz
Via Count -> 27400
FP Core Util -> 30.2%
Total die size -> 166000 sq um
Antenna Nets Post-Route -> 0
PortBufs -> 72
Clock power share -> 39.8%
Syn Std Cell Area -> 49300 sq um
Setup WS post-layout -> 19.54 ns
Final design utilization -> 34.4%
Log Warnings -> 26
Setup Skew -> 0.0141 ns
Crit path cell chain -> buf_8 -> buf_4 -> buf_4 -> buf_4 -> mux2i_1 -> o22ai_1 -> nor4_1 -> buf_4 -> nand2_1
Top Layout Cells -> 1089 x edfxtp_1, 1024 x and2_1, 512 x mux2i_1
Latency at later pin -> 0.69 ns
Most used cell, CP -> buf_4
Cycle use final -> 31.5%
H-Tree Depth -> 3
TritonCTS Buffers -> 114
Die W -> 407 um
Detail Placement HPWL -> 72.6 mm
Period minus WS final -> 8.96 ns
Layout cells sized above 1 -> 11.8%
Syn Inst Count -> 3437
Place WS -> 18.85 ns
Crit end category -> flip-flop
Power Density -> 63.3 nW/um^2
DRC Markers -> 0
Switching share of power -> 22.6%
First-pass GRT wire length -> 198 mm
Fin cells -> 5713
Max Buffers Root-to-Sink -> 3
Area reported by Yosys stat -> 49300 sq um
Clock tree from TritonCTS -> built
Setup tns final -> 0 ns
Congestion Overflow GR -> 0
Min-Delay Path Class -> flip-flop to flip-flop
Yosys cell counts, drive strengths merged:
cell / instances / area (sq um)
clkbuf: 164 / 663
nand4: 1 / 6.26
edfxtp: 1089 / 32700
nand4b: 4 / 35.0
and2b: 1 / 8.76
or4: 1 / 7.51
o21ai: 28 / 140
buf: 167 / 1110
or2: 4 / 25.0
mux2: 32 / 360
nand2b: 1 / 6.26
nand3: 2 / 35.0
and2: 1024 / 6410
nand4bb: 6 / 67.6
or4b: 4 / 47.6
nand2: 34 / 133
nor2: 30 / 255
inv: 1 / 3.75
nor3: 4 / 46.3
mux2i: 512 / 5120
nand3b: 4 / 71.3
or3: 2 / 12.5
or3b: 2 / 17.5
nor4: 64 / 400
o22ai: 256 / 1600
kinds of logic (layout without fill, tap and decap cells):
logic type             after synthesis  in the layout  share of synthesized area (%)
muxes                              544            544                           11.1
other                                0              2                              0
and+or+nand+nor                   1188           1188                           15.4
buffers and inverters              332            431                           3.60
AOI/OAI and AO/OA                  284            284                           3.53
DFF                               1089           1089                           66.4
worst paths after layout:
kind                                    from         to  slack, ns  cells after the start
worst max-delay path                 addr[1]  flip-flop      19.54                      9
worst min-delay path            cells[9][17]  flip-flop       0.71                      4
worst max register to register  cells[26][8]  flip-flop      26.39                      4
worst min register to register  cells[9][17]  flip-flop       0.71                      4
power groups by stage:
stage	Clock, W	Sequential, W	Combinational (W)
CTS	0.00143	0.00188	0.000257
global route	0.00149	0.00189	0.000273
finish	0.00141	0.00188	0.000254
critical path, delay by kind of cell:
kind,cells,cell delay (ns)
buf+inv,5,2.69
simple gates,2,0.41
mux,1,0.26
compound gates,1,0.13
metal layers:
layer  vias up  wire length [um]  track usage, %
li1      12600                 -               -
met1     13200             52700            22.3
met2      1430             61000            25.5
met3       206             19000            10.8
met4         6              3610            3.79
met5         -               132           0.632
area by class of cell:
type                    instances  area (sq um)
clock buffers                 150          3050
well taps                    2175          2720
multi-input cells            2016         15200
repair buffers                222          1860
clock inverters                58           463
flip-flops and latches       1089         32700
inverters                       1          8.76
fillers                     15400        107000
diodes                          2          5.00
through the flow:
stage,instance area [sq um],hold slack (ns)
2_1_floorplan,49300,0.651
3_5_place_dp,52500,0.710
6_report,56000,0.713
4_1_cts,56000,0.717
3_3_place_gp,52500,0.717
5_1_grt,56000,0.763
Power and IR drop assume default switching activity.
